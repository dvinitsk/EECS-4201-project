## flow/run.sh

```bash
#!/bin/bash
# OpenROAD 26Q1-2900-gdf79404cd8, Yosys 0.63+post, stock flow scripts
make -C /OpenROAD-flow-scripts/flow DESIGN_CONFIG=/design/flow/config.mk WORK_HOME=/design/flow/orfs finish
```

## flow/config.mk

```make
export PLATFORM = sky130hd
export DESIGN_NAME = fetch
export DESIGN_NICKNAME = fetch
export VERILOG_FILES = /design/flow/design.v
export SDC_FILE = /design/flow/constraint.sdc
export NUM_CORES = 4
export LEC_CHECK = 1
export CORE_AREA = 10 10 113 113
export DIE_AREA = 0 0 123 123
```

## flow/constraint.sdc

```tcl
current_design fetch

set clk_period 4.7
set clk_io_pct 0.2

create_clock -name clk0 -period $clk_period [get_ports {clk}]

set non_clock_inputs [all_inputs -no_clocks]
set_input_delay [expr $clk_period * $clk_io_pct] -clock clk0 $non_clock_inputs
set_output_delay [expr $clk_period * $clk_io_pct] -clock clk0 [all_outputs]
```

## flow/design.v

```verilog
package constants_pkg;
typedef enum logic [1:0] {
    ADD = 2'b00,
    SUB = 2'b01,
    AND = 2'b10,
    OR =  2'b11
} aluSel_e  ;
endpackage
module fetch #(
    parameter int DWIDTH=32,
    parameter int AWIDTH=32,
    parameter int BASEADDR=32'h01000000
    )(
	input logic clk,
	input logic rst,
	output logic [AWIDTH - 1:0] pc_o,
  output logic [DWIDTH - 1:0] insn_o
);
    initial begin
      pc_o = AWIDTH'(BASEADDR);
    end
    always_ff @(posedge clk) begin
      if(rst) begin                 
        pc_o <= AWIDTH'(BASEADDR);
      end
      else begin
        pc_o <= pc_o + AWIDTH'(32'd4); 
      end
    end
endmodule : fetch
```

==> CHANGELOG.md <==
### Implementation results

- Crit-path max FO: 10
- Worst Setup End Kind: primary output
- Horizontal die size: 123 um
- Clock-pin slew on the worst setup and hold paths: 60 ps
- Yosys Warn Count: 33
- Initial antenna violation count: 0
- Cell family with most CP delay: buffers and inverters
- Slowest cell delay on critical path: 550 ps
- Crit-path cells: clkdlybuf4s50_1
- RSZ-0062 raised after global routing: false
- Antenna viol nets, final: 0
- CP bufs+invs: 1
- Top flop regs: pc_o (30)
- RePlAce Congestion: 0.749
- # rows: 37
- Worst-margin pin slew: 702 ps
- Top Layout Cells: conb_1, clkdlybuf4s50_1, dfxtp_1, nor2_1, nand4_1
- Core Footprint: 10300 um^2
- Avg Cell Area, Syn: 8.62 um^2
- Status: finished, final reports clean
- Hold slack: 473 ps
- Syn Inst Count: 197
- Met2 WL post-DR: 2.04 mm
- Antenna Cells: 0
- Commonest Layout Cell: conb_1
- Final Setup Violations: 0
- Met1 wire length: 1.96 mm
- Clock buffer depth: 2
- DP HPWL: 3.36 mm
- Tcrit/Tclk final: 47.9%
- Critical path class: flip-flop to primary output
- Largest net degree at the start of global routing: 37
- Residual DRC: 0
- Pwr Total: 0.000488 W
- Max_slew headroom: 52.8%
- Area after DPL: 2010 um^2
- Top Layer Used: met4
- Post-CTS Setup Bufs: 0
- Crit path time final: 2250 ps
- Prevailing post-synth register cell: dfxtp_1
- Final TNS setup: 0 ps
- Floorplan core density: 16.4%
- EDFF count, synth: 0
- Required time of the critical path: 3760 ps
- Layout cells sized above 1: 9.65%
- WL met3: 326 um
- Yosys stat area: 1700 um^2
- IO Pins: 66
- Global-route wire length before repair: 6.88 mm
- Total GRT Usage: 5.59%
- Post-CTS Hold Buffers: 0
- Wirelength per Cell: 12.0 um
- Port bufs: 31
- Via count: 1386
- Final count of hold timing violations: 0
- Fmax: 0.444 GHz
- DR vias/cell: 3.81
- Synthesized area: 1700 um^2
- Ys async rst share: 0%
- Max FFs per register: 30
- Top reg by flops: pc_o
- CTS root buffer: clkbuf_8
- Stage-log warning count: 25
- Num CTS Buffers: 5
- Peak VDD IR: 0.0830 mV
- Remaining Overflow, GRT: 0
- Post-synthesis cell count from yosys: 197
- DIE HEIGHT: 123 um
- Power density cells: 232 nW/um^2
- Final Max Slew Viols: 0
- Max-cap violation count: 0
- Number of global-route vias before repair: 1357
- CTS tree: built
- H-Tree Depth: 2
- Syn-to-layout area delta: 23.9%
- Min-delay worst type: flip-flop to flip-flop
- Slowest cell on crit path: clkdlybuf4s50_1
- Sequential area share after synthesis: 35.4%
- Worst EP arrival: 1310 ps
- Pleak: 0.752 nW
- Post-cts sizing count: 0
- CTS Sinks: 30
- Fin area: 2100 um^2
- Fin Clk Skew: 5.73 ps
- Synthesized flop and latch total: 30
- Startpoint Class: flip-flop
- Fill cell count: 1125
- Drt total wl: 4.36 mm
- Synth cell types: 35
- Die area: 15100 um^2
- First-pass DRT Iterations: 4
- DR iter-0 viols: 80
- Latency at later pin: 280 ps
[where the power goes]
group | internal (W) | switching [W]
Clock | 0.000118 | 0.0000940
Sequential | 0.000256 | 0.00000289
Combinational | 0.00000751 | 0.00000899
Total | 0.000382 | 0.000106
[cell families after synthesis]
logic type | share of synthesized area, %
compound gates | 9.14
xor+xnor | 6.19
fa+ha+maj | 0.737
buf+inv | 18.0
flops | 35.4
mux | 1.99
other cells | 0.221
simple gates | 28.4
[path summary, 6_finish.rpt]
check                startpoint             endpoint  slack (ps)  depth (start not counted)
max          pc_o[9]$_SDFF_PP0_              pc_o[9]        2450                          1
min          pc_o[2]$_SDFF_PP0_   pc_o[2]$_SDFF_PP0_         470                          1
max reg2reg  pc_o[2]$_SDFF_PP0_  pc_o[30]$_SDFF_PP0_        2750                          5
min reg2reg  pc_o[2]$_SDFF_PP0_   pc_o[2]$_SDFF_PP0_         470                          1
[stage by stage]
| step | utilization (%) | worst slack (ps) | instances |
|---|---|---|---|
| global placement | 19.5 | 2430 | 356 |
| floorplan | - | 2770 | 230 |
| detailed placement | 19.5 | 2420 | 356 |
| CTS | 20.4 | 2420 | 364 |
| global route | 20.4 | 2350 | 364 |
| finish | 20.4 | 2450 | 364 |
[worst register-to-register path, stage by stage (launching register included)]
cell     delay, ps
dfxtp_1        390
ha_1           290
nand4_1        150
or4_4          480
nor4_2         180
mux2_2         360
[layout make-up]
cell class                 count  area, um^2  area share [%]
multi-input combinational    156         916            43.5
sequential                    30         601            28.6
timing repair buffer          32         318            15.1
tap                          136         170            8.09
clock buffer                   7        86.3            4.10
inverter                       2        7.51           0.357
clock inverter                 1        5.00           0.238
[cell usage after synthesis (2+ instances only)]
| cell | count | area share, % |
|---|---|---|
| a21oi_1 | 12 | 3.5 |
| a31o_2 | 4 | 2.1 |
| and2_1 | 3 | 1.1 |
| and3_1 | 4 | 1.5 |
| and4_1 | 5 | 2.6 |
| buf_4 | 35 | 15 |
| clkbuf_1 | 5 | 1.1 |
| dfxtp_1 | 30 | 35 |
| inv_1 | 2 | 0.44 |
| mux2_2 | 3 | 2.0 |
| nand2_1 | 4 | 0.88 |
| nand2b_1 | 3 | 1.1 |
| nand3_1 | 6 | 1.8 |
| nand4_1 | 14 | 5.2 |
| nand4_2 | 2 | 1.5 |
| nor2_1 | 20 | 4.4 |
| nor2b_1 | 4 | 1.5 |
| nor4_1 | 2 | 0.74 |
| o21ai_0 | 6 | 1.8 |
| o31ai_1 | 3 | 1.3 |
| or3_1 | 4 | 1.5 |
| or4_1 | 3 | 1.3 |
| xnor2_1 | 4 | 2.1 |
| xor2_1 | 8 | 4.1 |
[routing by layer]
| layer | up-vias | track usage, % |
|---|---|---|
| met5 | - | 0 |
| met4 | 0 | 0.437 |
| met3 | 6 | 2.54 |
| met2 | 40 | 9.10 |
| met1 | 639 | 6.97 |
| li1 | 701 | - |
Power and IR drop assume default switching activity.
